===== flow/config.mk =====
export PLATFORM = sky130hd
export DESIGN_NAME = IFF
export DESIGN_NICKNAME = IFF
export VERILOG_FILES = /design/flow/design.v
export SDC_FILE = /design/flow/constraint.sdc
export NUM_CORES = 4
export LEC_CHECK = 1
export CORE_UTILIZATION = 30
export SYNTH_MEMORY_MAX_BITS = 65536

===== flow/constraint.sdc =====
current_design IFF

set clk_period 44.4
set clk_io_pct 0.2

create_clock -name clk0 -period $clk_period [get_ports {clk}]

set non_clock_inputs [all_inputs -no_clocks]
set_input_delay [expr $clk_period * $clk_io_pct] -clock clk0 $non_clock_inputs
set_output_delay [expr $clk_period * $clk_io_pct] -clock clk0 [all_outputs]

===== flow/design.v =====
module IFF(
    input wire clk,
    input wire rst,
    input wire rdy,
    input wire [32 - 1 : 0] FPC,
    input wire [2 - 1 : 0] inst_access_stat,
    input wire [32 - 1 : 0] inst_handled_addr,
    input wire [32 - 1 : 0] inst_access_data,
    output reg inst_access_enable,
    output reg [32 - 1 : 0] inst_access_addr,
    output reg stall_request,
    output reg [32 - 1 : 0] NPC,
    output reg [32 - 1 : 0] Inst
);
    reg [42 - 1 : 0] icache [128 - 1 : 0];
    always @(*) begin
        inst_access_enable = (!icache[inst_access_addr[8:2]][41]
                            || icache[inst_access_addr[8:2]][40:32]
                            != inst_access_addr[17:9])
                            && inst_access_stat!=2'b10;
    end
    reg cached_FPC;
    always @(*) begin
        cached_FPC= icache[FPC[8:2]][41] &&
                    icache[FPC[8:2]][40:32]==
                    FPC[17:9];
    end
    integer i;
    always @(posedge clk) begin
        if (rst == 1'b1) begin
            for (i = 0; i < 128; i = i + 1) begin
                icache[i][41] <= 1'b0;
            end
            inst_access_addr <= 32'h00000000;
        end
        else if (~rdy) begin
        end
        else begin
            if (inst_access_stat == 2'b10) begin
                icache[inst_handled_addr[8:2]]
                    <= {{1'b1},inst_handled_addr[17:9],inst_access_data};
                inst_access_addr <= FPC + 4;
            end
            else if (!cached_FPC) begin
                inst_access_addr <= FPC;
            end
        end
    end
    always @(*) begin
        if (rst == 1'b1) begin
            Inst = 32'h00000000;
            NPC = 32'h00000000;
            stall_request = 1'b0;
        end
        else if (cached_FPC) begin
            Inst = icache[FPC[8:2]][32 - 1 : 0];
            NPC = FPC;
            stall_request = 1'b0;
        end
        else if (inst_access_stat==2'b10 && FPC==inst_handled_addr) begin
            Inst = inst_access_data;
            NPC = FPC;
            stall_request = 1'b0;
        end
        else begin
            Inst = 32'h00000000;
            NPC = 32'h00000000;
            stall_request = 1'b1;
        end
    end
endmodule

===== flow/run.sh =====
#!/bin/bash
# OpenROAD 26Q1-2900-gdf79404cd8, Yosys 0.63+post, stock flow scripts
make -C /OpenROAD-flow-scripts/flow DESIGN_CONFIG=/design/flow/config.mk WORK_HOME=/design/flow/orfs finish

==> flow_metrics.tcl <==
# metrics dict for downstream scripts
set metrics [dict create \
    pwr-share-clk 0.420 \
    tns_ns 0 \
    root_buffer "clkbuf_16" \
    power_switching_mw 2.330 \
    ys_warn_count 1 \
    ys_area_um2 217900 \
    synthFlopType "edfxtp_1" \
    antenna_left 0 \
    total_power_mw 10.76 \
    grt_pass1_wl_mm 926.1 \
    io_pins 199 \
    crit_slowest_cell "buf_4" \
    critPathKind "primary input to output port" \
    cts_setup_buffers 0 \
    sw_frac_of_total 0.2165 \
    synthCells 9277 \
    postSynthAreaPerCell_um2 23.48 \
    antenna_found_initial 37 \
    rsz0062_at_grt "false" \
    p_comb_frac 0.059 \
    hold_buffers 0 \
    warnings 29 \
    clockBufferDepth 4 \
    drtPass1Iterations 7 \
    max_freq_mhz 37.86 \
    edf_count 5248 \
    syn_area_um2 217900 \
    die_y_um 854.2 \
    critPathMostFrequentCell "buf_4" \
    hold_path.class "flop to flop" \
    maxSlewHeadroom 0.02620 \
    cap_viol_max_count 0 \
    ctsResizeCount 0 \
    port_buffers 198 \
    cp-end-kind "output port" \
    grt_pass1_vias 116917 \
    drc 0 \
    synth.distinct_cells 73 \
    clock_latency_ns 1.08 \
    fin_ws_ns 17.99 \
    lay_top_cells "edfxtp_1 (5248), mux4_2 (2040), clkbuf_16 (575), buf_4 (574), mux2i_1 (187)" \
    slew_violations 0 \
    vias 105871 \
    final_common_cell "edfxtp_1" \
    pre_cts_ws_ns 17.72 \
    dpl.hpwl_mm 391.5 \
    worstPathArrival_ns 17.53 \
    ys_seq_frac 0.7387 \
    ys_cells 9277 \
    wl_per_cell_um 33.36 \
    clk_pin_slew_ns 0.06 \
    period_needed_ns 26.41 \
    wirelength_mm 668.0 \
    p_leak_nw 77.31 \
    slowest_delay_ns 0.68 \
    cts.sinks 5415 \
    path_max_fanout 74 \
    final-hold-violation-count 0 \
    synth-seq-cells 5415 \
    design_area_um2 251800 \
    status "completed" \
    grt_usage 0.1963 \
    finalCritPeriodShare 0.5949 \
    fp_util 0.3015 \
    grt_max_degree 127 \
    areaGrowthSynthToFinish_pct 15.57 \
    p_int_mw 8.432 \
    gp_congestion 0.8815 \
    dr.first_iter.drc_count 7679 \
    async_flop_share 0 \
    setup_viol 0 \
    seq_power_share 0.521 \
    cts_max_level 6 \
    dieWidth_um 854.2 \
    cts_tree "yes" \
    clock_skew_ns 0.07640 \
    placed_cell_area_um2 234400 \
    numCtsBuffers 558 \
    critPathLaunchType "primary input" \
    power_density_nw_per_um2 42.74 \
    worstPathRequired_ns 35.52 \
    layout-drive-gt1-share 0.3430 \
    peakVddDrop_v 0.00004170 \
    dieArea_um2 729600 \
    core_um2 722600 \
    vias_per_cell 5.287 \
    gr-total-overflow 0 \
    rows 312 \
    path_cells "buf_16, buf_4, buf_4, buf_4, buf_4, buf_4, buf_4, buf_4, buf_4, mux4_2, mux4_2, mux4_2, mux2i_1, buf_4, or2_2, a21oi_1, clkdlybuf4s50_1" \
    worst_slew_pin_slew_ns 1.424 \
]
registers in the layout, indices dropped and copies added (netlist names), named ones only:
| register | count |
|---|---|
| inst_access_addr | 32 |
| icache | 5376 |
worst max-delay path: cells and delay by family:
kind                   cells  cell delay (ns)
AND-OR/OR-AND              1             0.10
buffers and inverters     11             6.00
multiplexers               4             2.04
AND/OR/NAND/NOR            1             0.17
stage by stage:
| step | std cells | utilization | hold slack, ns |
|---|---|---|---|
| floorplan | 9277 | - | 0.4326 |
| global placement | 19008 | 0.3244 | 0.4493 |
| detailed placement | 19008 | 0.3244 | 0.4605 |
| CTS | 20009 | 0.3484 | 0.4733 |
| global route | 20010 | 0.3484 | 0.4913 |
| finish | 20023 | 0.3485 | 0.4709 |
cell usage after synthesis, types with 15 or more instances:
cell type	instances	area, um2
a21o_1	127	953.4
buf_4	17	127.6
clkbuf_1	338	1269
a221oi_1	15	131.4
mux2_2	31	349.1
xnor2_1	58	508.0
xor2_1	19	166.4
dfxtp_1	167	3343
o22ai_1	20	125.1
or2_2	15	93.84
nor2_1	176	660.6
buf_2	142	710.7
nand2_1	109	409.1
buf_1	60	225.2
a21oi_1	77	385.4
a22oi_1	29	217.7
nor3_1	17	85.08
buf_6	26	292.8
nand4_1	18	112.6
nor2b_1	33	206.5
mux2i_1	187	1872
edfxtp_1	5248	157600
o221ai_1	15	131.4
and2_1	35	219.0
nand3_1	65	325.3
or2_1	20	125.1
mux4_2	2040	45940
o21ai_0	18	90.09
power groups by stage:
stage	Sequential [mW]	Combinational (mW)	Clock, mW
6_report	5.61	0.633	4.52
5_1_grt	5.61	0.666	4.77
4_1_cts	5.61	0.641	4.59
routing by layer:
metal  wire [um]  share of wire  track usage
met5        1465         0.0022      0.01443
met4       36740          0.055      0.08093
met3      131600           0.20       0.1742
met2      307000           0.46       0.2858
met1      191100           0.29       0.1957
layout make-up:
type	count	area, um2
antenna	14	35.03
inverter	14	71.32
clock inverter	258	2276
timing repair buffer	743	6190
sequential	5415	160900
multi-input combinational	3259	55220
clock buffer	743	15070
tap	9577	11980
fill	65492	470800
final timing paths:
path | from | to | slack (ns) | cells after the start
min | inst_access_addr[1]$_SDFFE_PP0P_ | inst_access_addr[1]$_SDFFE_PP0P_ | 0.47 | 2
max reg2reg | icache[71][40]$_DFFE_PP_ | inst_access_addr[15]$_SDFFE_PP0P_ | 37.83 | 12
max | FPC[2] | Inst[1] | 17.99 | 17
min reg2reg | inst_access_addr[1]$_SDFFE_PP0P_ | inst_access_addr[1]$_SDFFE_PP0P_ | 0.47 | 2
logic make-up after synthesis:
logic type,after synthesis,share of synthesized area
fa+ha+maj,1,0.00005742
compound gates,377,0.01227
xor+xnor,77,0.003096
buf+inv,603,0.01252
simple gates,543,0.01211
flops,5415,0.7387
mux,2261,0.2212
Power is estimated from default activity; no workload was simulated.
