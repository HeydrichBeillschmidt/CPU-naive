$ cat design/flow/config.mk
export PLATFORM = sky130hd
export DESIGN_NAME = MEM
export DESIGN_NICKNAME = MEM
export VERILOG_FILES = /design/flow/design.v
export SDC_FILE = /design/flow/constraint.sdc
export NUM_CORES = 4
export LEC_CHECK = 1
export CORE_AREA = 10 10 117 117
export DIE_AREA = 0 0 127 127
$ cat design/flow/constraint.sdc
current_design MEM

set clk_period 10.1
set clk_io_pct 0.2

create_clock -name clk0 -period $clk_period

set non_clock_inputs [all_inputs -no_clocks]
set_input_delay [expr $clk_period * $clk_io_pct] -clock clk0 $non_clock_inputs
set_output_delay [expr $clk_period * $clk_io_pct] -clock clk0 [all_outputs]
$ cat design/flow/design.v
module MEM(
    input wire rst,
    input wire [3 - 1 : 0] optype,
    input wire [4 - 1 : 0] opname,
    input wire [5 - 1 : 0] rd_addr,
    input wire [32 - 1 : 0] rd_data,
    input wire [32 - 1 : 0] s_data,
    input wire [2 - 1 : 0] mem_access_stat,
    input wire [32 - 1 : 0] mem_access_din,
    output reg mem_access_enable,
    output reg mem_access_sel,
    output reg [2 - 1 : 0] mem_access_type,
    output reg [32 - 1 : 0] mem_access_addr,
    output reg [32 - 1 : 0] mem_access_dout,
    output reg stall_request,
    output reg wb_enable,
    output reg [5 - 1 : 0] wb_addr,
    output reg [32 - 1 : 0] wb_data
);
    reg [32 - 1 : 0] mem_access_data;
    always @(*) begin
        if (rst == 1'b1) begin
            wb_enable = 1'b0;
            wb_addr = 5'b00000;
            wb_data = 32'h00000000;
            stall_request = 1'b0;
            mem_access_enable = 1'b0;
            mem_access_sel = 1'b0;
            mem_access_type = 2'b00;
            mem_access_addr = 32'h00000000;
            mem_access_dout = 32'h00000000;
        end
        else begin
            case (optype)
                3'b010:begin
                    mem_access_sel = 1'b0;
                    mem_access_dout = 32'h00000000;
                    if (mem_access_stat == 2'b11) begin
                        mem_access_data = mem_access_din;
                        wb_enable = 1'b1;
                        wb_addr = rd_addr;
                        case (opname)
                            4'b0010:  wb_data = mem_access_data;
                            4'b0001:  wb_data = {{16{mem_access_data[15]}}, mem_access_data[15:0]};
                            4'b0000:  wb_data = {{24{mem_access_data[7]}}, mem_access_data[7:0]};
                            4'b0101: wb_data = {{16{1'b0}}, mem_access_data[15:0]};
                            4'b0100: wb_data = {{24{1'b0}}, mem_access_data[7:0]};
                            default: begin
                                wb_enable = 1'b0;
                                wb_data = 32'h00000000;
                            end
                        endcase
                        mem_access_enable = 1'b0;
                        mem_access_type = 2'b00;
                        mem_access_addr = 32'h00000000;
                        stall_request = 1'b0;
                    end
                    else begin
                        wb_enable = 1'b0;
                        wb_addr = 5'b00000;
                        wb_data = 32'h00000000;
                        mem_access_enable = 1'b1;
                        mem_access_addr = rd_data;
                        stall_request = 1'b1;
                        case (opname)
                            4'b0010:      mem_access_type = 2'b00;
                            4'b0001,4'b0101: mem_access_type = 2'b01;
                            4'b0000,4'b0100: mem_access_type = 2'b10; 
                            default:  mem_access_type = 2'b00;
                        endcase
                    end
                end
                3'b100: begin
                    wb_enable = 1'b0;
                    wb_addr = 5'b00000;
                    wb_data = 32'h00000000;
                    if (mem_access_stat == 2'b11) begin
                        mem_access_enable = 1'b0;
                        mem_access_sel = 1'b0;
                        mem_access_type = 2'b00;
                        mem_access_addr = 32'h00000000;
                        mem_access_dout = 32'h00000000;
                        stall_request = 1'b0;
                    end
                    else begin
                        mem_access_enable = 1'b1;
                        mem_access_sel = 1'b1;
                        mem_access_addr = rd_data;
                        case (opname)
                            4'b0010: begin
                                mem_access_dout = s_data;
                                mem_access_type = 2'b00;
                            end
                            4'b0001: begin
                                mem_access_dout = {{16{1'b0}}, s_data[15 : 0]};
                                mem_access_type = 2'b01;
                            end
                            4'b0000: begin
                                mem_access_dout = {{24{1'b0}}, s_data[ 7 : 0]};
                                mem_access_type = 2'b10;
                            end
                            default: begin
                                mem_access_dout = 32'h00000000;
                                mem_access_type = 2'b00;
                            end
                        endcase
                        stall_request = 1'b1;
                    end
                end
                3'b000,3'b001,3'b011,3'b110,3'b111: begin
                    wb_enable = 1'b1;
                    wb_addr = rd_addr;
                    wb_data = rd_data;
                    mem_access_enable = 1'b0;
                    mem_access_sel = 1'b0;
                    mem_access_type = 2'b00;
                    mem_access_addr = 32'h00000000;
                    mem_access_dout = 32'h00000000;
                    stall_request = 1'b0;
                end
                default: begin
                    wb_enable = 1'b0;
                    wb_addr = 5'b00000;
                    wb_data = 32'h00000000;
                    mem_access_enable = 1'b0;
                    mem_access_sel = 1'b0;
                    mem_access_type = 2'b00;
                    mem_access_addr = 32'h00000000;
                    mem_access_dout = 32'h00000000;
                    stall_request = 1'b0;
                end
            endcase
        end
    end
endmodule
$ cat design/flow/run.sh
#!/bin/bash
# OpenROAD 26Q1-2900-gdf79404cd8, Yosys 0.63+post, stock flow scripts
make -C /OpenROAD-flow-scripts/flow DESIGN_CONFIG=/design/flow/config.mk WORK_HOME=/design/flow/orfs finish
==> results.ini <==
[placement]
hpwl_um=7889
gp_congestion=0.8289
postPlaceCellArea_um2=3647
port_buffers=218

[yosys]
ys_cells=188
area_leaders=and2_1, o2bb2ai_1, a22oi_1
yosys_area_um2=1350
synth.top_cell.area_share_pct=24.56
yosysSeqAreaShare_pct=0
synth.cell_area_um2=1350
syn_inst=188
ys_warn_count=1
yosys.area.top_type=and2_1
synth_cell_types=35
avgSynthCellArea_um2=7.181

[critical_path]
crit_required_ns=8.08
startpoint_type=primary input
path_depth=5
arrival_ns=4.41
crit_chain=clkdlybuf4s50_1 -> nor4b_2 -> a211oi_1 -> o2bb2ai_1 -> clkdlybuf4s50_1
cpPeakStageDelay_ns=0.78
critPathCaptureType=output port
critical_path.max_fanout=18
crit_top_cell=clkdlybuf4s50_1
crit_family=buffers and inverters
path_buffers=2
cpMaxStageDelayCell=nor4b_2
path_class=in -> out

[power]
power_density_nw_per_um2=27.99
peakVddDrop_uv=14.40
leakage_nw=1.283

[final_timing]
maxSlewHeadroom_pct=52.11
drv_slew=0
tightestPinTransition_ns=0.7165
rsz0062_at_grt=false
finalSetupViolations=0
min_period_ns=6.426
fmax_ghz=0.1556
final.period_utilization_pct=63.62
finalSetupTns_ns=0
hold_violations=0

[finish]
logic_area_um2=1245
area.growth.synth_to_final_pct=170.2
ff_count=0
fillCellCount=1167
nClkBuffers=0
seq_area_um2=0
layout-drive-gt1-share_pct=3.333
fin_area_um2=3647

[clocking]
post_cts_buffers=0
cts_hold_buf=0
post_cts_resize_count=0

[floorplanning]
die_h_um=127
io_pins=218
rows=39
chip_area_um2=16130
fp-utilization_pct=11.93
core_um2=11320
die_w_um=127

[grt]
overflow=0
grt_pass1_vias=2430
grtUsageMet1_pct=12.00
grt_use_met3_pct=4.490
grt-busiest-layer=met2
grt_max_degree=37
grt_antenna_before_repair=1
track_usage_pct=10.66
grt_pass1_wl_um=14170
grt_use_met2_pct=19.08

[worst_hold_path]
whs_endpoint=wb_addr[2]
worstHoldPathCells=3
hp-start=rd_addr[2]
hold_path_class=in -> out

[run]
cap_violations=0
warnings=32

[route]
antenna_cells=0
firstDrtPassIters=4
drt_iter0_drc=90
ant_nets=0
drt-wirelength-per-cell_um=17.40
drc=0
via_per_inst=4.311
routed_wl_um=9273
num_vias=2298

[outcome]
status=finished clean

## how the worst max path moves through the flow
stage | start | to | slack, ns
finish | opname[0] | wb_data[9] | 3.67
global route | opname[0] | wb_data[9] | 3.42
CTS | opname[0] | wb_data[9] | 3.66
## Yosys cell counts
cell,instances
a311oi_1,1
buf_2,7
mux2_2,1
a21oi_2,1
and2_1,53
buf_6,2
and3b_1,1
nor4b_2,1
o21ai_0,3
buf_1,1
a211o_1,1
nor3_2,1
o2111a_1,1
nand2b_1,2
a211oi_1,8
inv_1,1
o2bb2ai_1,24
xor2_1,1
nand3_1,2
a22oi_1,16
a22o_1,8
nand2_1,1
clkbuf_1,10
nor4_4,1
a21oi_1,2
buf_4,1
nor4b_1,1
nor3b_1,3
nor2b_1,3
nor3_1,1
nor2_1,2
nor4bb_1,8
nor4b_4,1
and4b_2,1
and3_1,17
## metal layers
layer	wire length, um	share of wire (%)
met1	3540	38
met2	4576	49
met5	0	0
met4	70	0.75
met3	1086	12
## tightest hold or removal path: stages
cell             delay (ns)
clkdlybuf4s50_1        0.38
and2_1                 0.13
clkdlybuf4s50_1        0.39
## power by group
group	switching, mW	total, mW	internal [mW]
Sequential	0	0	0
Combinational	0.0317	0.102	0.0704
Clock	0	0	0
## final cells by class
cell class	count	area share, %
multi-input combinational	166	34.13
timing repair buffer	223	60.86
tap	143	4.906
inverter	1	0.1029
## through the flow
stage	power (mW)	util (%)	hold slack, ns	instances	worst slack, ns
final	0.1021	32.22	4.945	533	3.674
after global routing	0.1110	32.22	4.976	533	3.422
after CTS	0.1037	32.22	4.951	533	3.661
after detailed placement	0.1030	32.22	4.951	533	3.683
after global placement	0.1028	32.22	4.961	533	3.735
after floorplan	0.02636	-	4.051	188	5.020
## cells by family after synthesis
logic type | share of synthesized area, %
mux | 0.8340
xor+xnor | 0.6489
compound gates | 38.74
simple gates | 51.62
buf+inv | 8.155
## layout by cell type, fill, tap and decap left out, drive strengths merged, types with 2 or more instances in the layout
cell           instances
and3                  17
a211oi                 8
a22o                   8
nor2                   2
nor3                   2
nor4b                  3
nand2b                 2
a22oi                 16
o2bb2ai               24
nor2b                  3
nand3                  2
a21oi                  3
buf                    5
nor4bb                 8
clkdlybuf4s50        218
o21ai                  3
and2                  53
nor3b                  3
Power figures rest on the tool's default switching activity, not on a simulated workload.
